<file path="flow/design.v">
`timescale 1ns / 1ps
module binary_to_ASCII(
    input clk, reset,
    input start,
    input [13:0] bin,
    output reg ready, done_tick,
    output [7:0] ASCII_3, ASCII_2, ASCII_1, ASCII_0
    );
    hex_to_ASCII g_bcd0_to_ASCII(
        .i_hex(bcd0),
        .o_ASCII(ASCII_0)
    );
    hex_to_ASCII g_bcd1_to_ASCII(
        .i_hex(bcd1),
        .o_ASCII(ASCII_1)
    );
    hex_to_ASCII g_bcd2_to_ASCII(
        .i_hex(bcd2),
        .o_ASCII(ASCII_2)
    );
    hex_to_ASCII g_bcd3_to_ASCII(
        .i_hex(bcd3),
        .o_ASCII(ASCII_3)
    );
    localparam [1:0] idle = 2'b00,
                     op = 2'b01,
                     done = 2'b10;
    reg [1:0] state_reg, state_next;
    reg [13:0] bin_reg, bin_next;
    reg [3:0] n_reg, n_next;
    reg [3:0] bcd3_reg, bcd2_reg, bcd1_reg, bcd0_reg;
    reg [3:0] bcd3_next, bcd2_next, bcd1_next, bcd0_next;
    wire [3:0] bcd3_temp, bcd2_temp, bcd1_temp, bcd0_temp;
    always @(posedge clk, posedge reset)
        if(reset)
            begin
                state_reg <= idle;
                bin_reg <= 0;
                n_reg <= 0;
                bcd3_reg <= 0;
                bcd2_reg <= 0;
                bcd1_reg <= 0;
                bcd0_reg <= 0;
            end
        else
            begin
                state_reg <= state_next;
                bin_reg <= bin_next;
                n_reg <= n_next;
                bcd3_reg <= bcd3_next;
                bcd2_reg <= bcd2_next;
                bcd1_reg <= bcd1_next;
                bcd0_reg <= bcd0_next;
            end
    always @*
    begin
        state_next = state_reg;
        ready = 1'b0;
        done_tick = 1'b0;
        bin_next = bin_reg;
        bcd3_next = bcd3_reg;
        bcd2_next = bcd2_reg;
        bcd1_next = bcd1_reg;
        bcd0_next = bcd0_reg;
        n_next = n_reg;
        case(state_reg)
            idle: 
                begin
                    ready = 1'b1;
                    if(start)
                        begin
                            state_next = op;
                            bcd0_next = 0; 
                            bcd1_next = 0;
                            bcd2_next = 0; 
                            bcd3_next = 0; 
                            n_next = 4'b1110;   
                            bin_next = bin;      
                        end
                end
            op: 
                begin
                bin_next = bin_reg << 1;
                bcd0_next = {bcd0_temp[2:0], bin_reg[13]};
                bcd1_next = {bcd1_temp[2:0], bcd0_temp[3]};
                bcd2_next = {bcd2_temp[2:0], bcd1_temp[3]};
                bcd3_next = {bcd3_temp[2:0], bcd2_temp[3]};
                n_next = n_next - 1;
                if(n_next == 0)
                    state_next = done;
                end
            done: 
                begin
                    done_tick = 1'b1;
                    state_next = idle;
                end
            default: state_next = idle;
        endcase
    end
    assign bcd0_temp = (bcd0_reg > 4) ? bcd0_reg + 3 : bcd0_reg;
    assign bcd1_temp = (bcd1_reg > 4) ? bcd1_reg + 3 : bcd1_reg;
    assign bcd2_temp = (bcd2_reg > 4) ? bcd2_reg + 3 : bcd2_reg;
    assign bcd3_temp = (bcd3_reg > 4) ? bcd3_reg + 3 : bcd3_reg;
    assign bcd0 = bcd0_reg;
    assign bcd1 = bcd1_reg;
    assign bcd2 = bcd2_reg;
    assign bcd3 = bcd3_reg;
endmodule
module hex_to_ASCII (
    input [3:0] i_hex,
    output reg [7:0] o_ASCII
);
always @*
    case(i_hex)
        4'h0: o_ASCII = 8'h30;  
        4'h1: o_ASCII = 8'h31;  
        4'h2: o_ASCII = 8'h32;  
        4'h3: o_ASCII = 8'h33;  
        4'h4: o_ASCII = 8'h34;  
        4'h5: o_ASCII = 8'h35;  
        4'h6: o_ASCII = 8'h36;  
        4'h7: o_ASCII = 8'h37;  
        4'h8: o_ASCII = 8'h38;  
        4'h9: o_ASCII = 8'h39;  
        4'hA: o_ASCII = 8'h41;  
        4'hB: o_ASCII = 8'h42;  
        4'hC: o_ASCII = 8'h43;  
        4'hD: o_ASCII = 8'h44;  
        4'hE: o_ASCII = 8'h45;  
        4'hF: o_ASCII = 8'h46;  
    endcase
endmodule
</file>
<file path="flow/run.sh">
#!/bin/bash
# OpenROAD 26Q1-2900-gdf79404cd8, Yosys 0.63+post, stock flow scripts
make -C /OpenROAD-flow-scripts/flow DESIGN_CONFIG=/design/flow/config.mk WORK_HOME=/design/flow/orfs finish
</file>
<file path="flow/config.mk">
export PLATFORM = sky130hd
export DESIGN_NAME = binary_to_ASCII
export DESIGN_NICKNAME = binary_to_ASCII
export VERILOG_FILES = /design/flow/design.v
export SDC_FILE = /design/flow/constraint.sdc
export NUM_CORES = 4
export LEC_CHECK = 1
export CORE_AREA = 10 10 110 110
export DIE_AREA = 0 0 120 120
</file>
<file path="flow/constraint.sdc">
current_design binary_to_ASCII

set clk_period 6.7
set clk_io_pct 0.2

create_clock -name clk0 -period $clk_period [get_ports {clk}]

set non_clock_inputs [all_inputs -no_clocks]
set_input_delay [expr $clk_period * $clk_io_pct] -clock clk0 $non_clock_inputs
set_output_delay [expr $clk_period * $clk_io_pct] -clock clk0 [all_outputs]
</file>
==> deck_impl_summary.md <==
Run Summary

Outcome
  • Status: complete, no violations

Detailed routing
  • Drt first-iter violations: 51
  • Ant. Diodes: 0
  • Final ANT Viol Nets: 0
  • Vias per inst: 3.809
  • TritonRoute pass-1 iters: 4
  • Wire length per cell: 10.67 microns
  • Routed vias: 1337
  • DRC: 0
  • WL final: 3.746 mm

Final timing
  • Worst-margin pin slew: 832.2 ps
  • TNS Setup: 0 ps
  • Slew Limit Fails: 0
  • Max Clock Freq: 366.8 MHz
  • RSZ-0062 raised after global routing: no
  • Setup-failing EPs final: 0
  • Hold Vio Cnt, Final: 0
  • Period utilization: 0.4069
  • Slew Limit Headroom: 0.4452
  • Min cycle time layout: 2726 ps
  • Clock skew: 6.705 ps
  • Final worst slack: 3974 ps

CTS
  • CTS Sinks: 34
  • Root Driver: clkbuf_8
  • Hold bufs inserted after CTS: 0
  • Worst-path clk slew: 70 ps
  • CTS tree: yes
  • Post_cts resized: 0
  • Cts bufs inserted: 5
  • CTS Buffer Depth: 2
  • H-tree Lvls: 2
  • Postcts setup bufs: 0
  • Clk latency late pin: 280 ps

Layout
  • Fillers: 1058
  • Layout area overhead: 16.21%
  • Layout cell share with drive strength beyond 1: 0.08257
  • Final Util: 0.2276
  • Largest register FFs: 14

Placement
  • GPL Wtd Cong: 0.7530
  • Port Buffers: 22
  • DP Worst Slack: 3746 ps
  • Detailed Place HPWL: 2.766 mm

Min path
  • Worst hold endpoint: state_reg[0]
  • Hold Crit Depth: 1
  • Class of the worst hold path: reg -> reg
  • Worst Hold Launch: state_reg[1]

Yosys
  • Post-synth cell types: 34
  • Synthesized instance count: 199
  • Mean Syn Cell Area: 9.620 sq um
  • Chip area in the Yosys report: 0.001914 sq mm
  • Mapped Area: 0.001914 sq mm
  • Registers, synthesis: 34
  • Ys Warns: 10
  • Ys cells: 199
  • Post-synth seq share: 0.4451

Power
  • Max VDD drop: 0.07360 mV
  • Pwr Total: 0.3889 mW
  • Leakage: 0.9369 nW
  • Power per cell area: 174.8 mW/mm^2

Global routing
  • Global-route wire length before repair: 6.368 mm
  • Grt total ovfl: 0
  • Initial antenna violation count: 0
  • Largest net degree at the start of global routing: 35
  • Vias in the first global route: 1413
  • Tot GR Track Use: 0.05146

Floorplan
  • Row count: 36
  • IO Count: 51
  • Pre-Place Util: 0.1959
  • Die width: 120 microns
  • Total core area: 0.009774 sq mm
  • Die Y-Extent: 120 microns
  • Total die size: 0.01440 sq mm

Critical path
  • Worst Path Max Fanout: 8
  • Worst path slowest cell: dfstp_2
  • Delay-heaviest family, CP: flip-flops
  • Register-to-register setup slack: 4660 ps
  • CP cell instances: clkdlybuf4s50_1
  • Reg2reg start: state_reg[2]
  • Kind of critical path: reg -> out
  • Worst path max stage delay: 610 ps
  • WP buf/inv: 1
  • Worst Reg-to-Reg Cells: 3
  • CP startpoint kind: flop
  • Crit end category: primary output
  • WP data arrival: 1390 ps
  • Required time of the critical path: 5360 ps
  • Reg-to-Reg End: bcd0_reg[3]

Job
  • Count of tool warnings: 26
  • Max Cap Violations: 0
[Yosys cell counts]
master	number	share of area
buf_4	33	0.13
dfrtp_1	33	0.43
nand2_1	23	0.045
o21ai_1	19	0.050
inv_1	15	0.029
mux2i_1	13	0.068
o21ai_0	7	0.018
a21oi_1	6	0.016
buf_2	5	0.013
ha_1	5	0.033
o22ai_1	5	0.016
a32o_1	3	0.016
mux2_2	3	0.018
nor3_1	3	0.0078
o31ai_1	3	0.012
xnor2_1	3	0.014
a22oi_1	2	0.0078
conb_1	2	0.0039
a211o_1	1	0.0046
a211oi_1	1	0.0039
a22o_1	1	0.0046
and2_4	1	0.0046
buf_6	1	0.0059
dfstp_2	1	0.014
inv_2	1	0.0020
nand2b_1	1	0.0033
nand2b_2	1	0.0046
nand3_1	1	0.0026
nor2_1	1	0.0020
o21a_1	1	0.0039
o21ai_2	1	0.0046
o2bb2ai_1	1	0.0046
o311ai_1	1	0.0046
or3_1	1	0.0033
[metrics by stage]
step	hold WS, ps	cells	area (sq um)
4_1_cts	479.7	351	2225
3_3_place_gp	461.6	343	2130
5_1_grt	496.1	351	2225
2_1_floorplan	410.1	225	2012
3_5_place_dp	464.3	343	2130
6_report	469.7	351	2225
[final cells by class]
class                      instances  area, sq um  area share
tap                              133        166.4     0.07480
clock inverter                     2        12.51    0.005624
multi-input combinational        136        815.8      0.3667
clock buffer                       6        82.58     0.03712
sequential                        34        852.1      0.3830
inverter                          16        60.06     0.02700
timing repair buffer              24        235.2      0.1057
[cells in the final DEF, fill, tap and decap left out, types with 6 or more instances in the layout]
| cell type | n |
|---|---|
| a21oi_1 | 6 |
| clkbuf_8 | 6 |
| clkdlybuf4s50_1 | 22 |
| conb_1 | 28 |
| dfrtp_1 | 33 |
| inv_1 | 15 |
| mux2i_1 | 13 |
| nand2_1 | 23 |
| o21ai_0 | 7 |
| o21ai_1 | 19 |
[worst max-delay path by stage]
stage	startpoint	endpoint	slack (ps)	depth (start not counted)
5_1_grt	start	bcd1_reg[3]	3840	5
4_1_cts	state_reg[0]	ready	3950	1
6_report	state_reg[0]	ready	3970	1
[metal layers]
metal,share of wire,vias to the layer above,GRT usage,wire (microns)
li1,-,654,-,-
met1,0.46,643,0.06876,1715
met2,0.47,35,0.08219,1764
met3,0.056,5,0.01571,211
met4,0.014,0,0.008296,54
met5,0,-,0,0
[logic make-up (layout without fill, tap and decap cells)]
family,count (synthesis),after routing,synth area share
buffers and inverters,55,48,0.1797
XOR/XNOR,3,3,0.01373
AND-OR/OR-AND,52,52,0.1660
multiplexers,16,16,0.08562
other,2,28,0.003923
AND/OR/NAND/NOR,32,32,0.07320
adder cells (fa/ha/maj),5,5,0.03268
flip-flops,34,34,0.4451
[power breakdown]
part | switching [mW] | internal, mW | total (mW)
clock network | 0.0745 | 0.0825 | 0.157
logic | 0.00911 | 0.0116 | 0.0208
registers | 0.00200 | 0.209 | 0.211
No activity file was given, so power comes from the tool's default toggle rates.
