### design/flow/design.v
module RMS_ASCII(input [31:0] i_task0_currentPC, i_task1_currentPC, i_task2_currentPC, i_task3_currentPC, i_task4_currentPC,
                 input [31:0] i_task0_dffN_Q, i_task1_dffN_Q, i_task2_dffN_Q, i_task3_dffN_Q, i_task4_dffN_Q,
                 input [4:0] i_task_period_clear, i_task_isComplete,
                 input [31:0] i_time, 
                 input [2:0] i_task_sel,
                 input i_task_sel_WE, i_LCM_clear,
                 output [NUM_ASCII_COL * NUM_ASCII_ROW * 8 - 1:0] o_ASCII,  
                 output [N_COLOR_BITS - 1 : 0] o_BACKGROUND_COLOR, o_TEXT_COLOR);
    parameter NUM_COL = 96;  
    parameter NUM_ROW = 64;  
    parameter NUM_ASCII_COL = NUM_COL / ASCII_COL_SIZE;  
    parameter NUM_ASCII_ROW = NUM_ROW / ASCII_ROW_SIZE;  
    parameter ASCII_COL_SIZE = 8;  
    parameter ASCII_ROW_SIZE = 8;  
    parameter N_COLOR_BITS = 8;
    wire [23:0] s_t0_currentPC_ASCII, s_t1_currentPC_ASCII, s_t2_currentPC_ASCII, s_t3_currentPC_ASCII, s_t4_currentPC_ASCII;
    wire [23:0] s_t0_dffN_ASCII, s_t1_dffN_ASCII, s_t2_dffN_ASCII, s_t3_dffN_ASCII, s_t4_dffN_ASCII;
    wire [7:0] s_t0_isComplete_ASCII, s_t1_isComplete_ASCII, s_t2_isComplete_ASCII, s_t3_isComplete_ASCII, s_t4_isComplete_ASCII;
    wire [23:0] s_time_ASCII;
    wire [7:0] s_task_SEL_ASCII, s_task_SEL_WE_ASCII;
    wire [7:0] s_LCM_Clear_ASCII;
    hex_to_ASCII g_t0_currentPC0(
    .i_hex(i_task0_currentPC[3:0]),
    .o_ASCII(s_t0_currentPC_ASCII[7:0])
    );
    hex_to_ASCII g_t0_currentPC1(
    .i_hex(i_task0_currentPC[7:4]),
    .o_ASCII(s_t0_currentPC_ASCII[15:8])
    );
    hex_to_ASCII g_t0_currentPC2(
    .i_hex(i_task0_currentPC[11:8]),
    .o_ASCII(s_t0_currentPC_ASCII[23:16])
    );
    hex_to_ASCII g_t0_dffN0(
    .i_hex(i_task0_dffN_Q[3:0]),
    .o_ASCII(s_t0_dffN_ASCII[7:0])
    );
    hex_to_ASCII g_t0_dffN1(
    .i_hex(i_task0_dffN_Q[7:4]),
    .o_ASCII(s_t0_dffN_ASCII[15:8])
    );
    hex_to_ASCII g_t0_dffN2(
    .i_hex(i_task0_dffN_Q[11:8]),
    .o_ASCII(s_t0_dffN_ASCII[23:16])
    );
    hex_to_ASCII g_t0_complete(
    .i_hex({7'b0000000, i_task_isComplete[0]}),
    .o_ASCII(s_t0_isComplete_ASCII)
    );
    hex_to_ASCII g_t1_currentPC0(
    .i_hex(i_task1_currentPC[3:0]),
    .o_ASCII(s_t1_currentPC_ASCII[7:0])
    );
    hex_to_ASCII g_t1_currentPC1(
    .i_hex(i_task1_currentPC[7:4]),
    .o_ASCII(s_t1_currentPC_ASCII[15:8])
    );
    hex_to_ASCII g_t1_currentPC2(
    .i_hex(i_task1_currentPC[11:8]),
    .o_ASCII(s_t1_currentPC_ASCII[23:16])
    );
    hex_to_ASCII g_t1_dffN0(
    .i_hex(i_task1_dffN_Q[3:0]),
    .o_ASCII(s_t1_dffN_ASCII[7:0])
    );
    hex_to_ASCII g_t1_dffN1(
    .i_hex(i_task1_dffN_Q[7:4]),
    .o_ASCII(s_t1_dffN_ASCII[15:8])
    );
    hex_to_ASCII g_t1_dffN2(
    .i_hex(i_task1_dffN_Q[11:8]),
    .o_ASCII(s_t1_dffN_ASCII[23:16])
    );
    hex_to_ASCII g_t1_complete(
    .i_hex({7'b0000000, i_task_isComplete[1]}),
    .o_ASCII(s_t1_isComplete_ASCII)
    );
    hex_to_ASCII g_t2_currentPC0(
    .i_hex(i_task2_currentPC[3:0]),
    .o_ASCII(s_t2_currentPC_ASCII[7:0])
    );
    hex_to_ASCII g_t2_currentPC1(
    .i_hex(i_task2_currentPC[7:4]),
    .o_ASCII(s_t2_currentPC_ASCII[15:8])
    );
    hex_to_ASCII g_t2_currentPC2(
    .i_hex(i_task2_currentPC[11:8]),
    .o_ASCII(s_t2_currentPC_ASCII[23:16])
    );
    hex_to_ASCII g_t2_dffN0(
    .i_hex(i_task2_dffN_Q[3:0]),
    .o_ASCII(s_t2_dffN_ASCII[7:0])
    );
    hex_to_ASCII g_t2_dffN1(
    .i_hex(i_task2_dffN_Q[7:4]),
    .o_ASCII(s_t2_dffN_ASCII[15:8])
    );
    hex_to_ASCII g_t2_dffN2(
    .i_hex(i_task2_dffN_Q[11:8]),
    .o_ASCII(s_t2_dffN_ASCII[23:16])
    );
    hex_to_ASCII g_t2_complete(
    .i_hex({7'b0000000, i_task_isComplete[2]}),
    .o_ASCII(s_t2_isComplete_ASCII)
    );
    hex_to_ASCII g_t3_currentPC0(
    .i_hex(i_task3_currentPC[3:0]),
    .o_ASCII(s_t3_currentPC_ASCII[7:0])
    );
    hex_to_ASCII g_t3_currentPC1(
    .i_hex(i_task3_currentPC[7:4]),
    .o_ASCII(s_t3_currentPC_ASCII[15:8])
    );
    hex_to_ASCII g_t3_currentPC2(
    .i_hex(i_task3_currentPC[11:8]),
    .o_ASCII(s_t3_currentPC_ASCII[23:16])
    );
    hex_to_ASCII g_t3_dffN0(
    .i_hex(i_task3_dffN_Q[3:0]),
    .o_ASCII(s_t3_dffN_ASCII[7:0])
    );
    hex_to_ASCII g_t3_dffN1(
    .i_hex(i_task3_dffN_Q[7:4]),
    .o_ASCII(s_t3_dffN_ASCII[15:8])
    );
    hex_to_ASCII g_t3_dffN2(
    .i_hex(i_task3_dffN_Q[11:8]),
    .o_ASCII(s_t3_dffN_ASCII[23:16])
    );
    hex_to_ASCII g_t3_complete(
    .i_hex({7'b0000000, i_task_isComplete[3]}),
    .o_ASCII(s_t3_isComplete_ASCII)
    );
    hex_to_ASCII g_t4_currentPC0(
    .i_hex(i_task4_currentPC[3:0]),
    .o_ASCII(s_t4_currentPC_ASCII[7:0])
    );
    hex_to_ASCII g_t4_currentPC1(
    .i_hex(i_task4_currentPC[7:4]),
    .o_ASCII(s_t4_currentPC_ASCII[15:8])
    );
    hex_to_ASCII g_t4_currentPC2(
    .i_hex(i_task4_currentPC[11:8]),
    .o_ASCII(s_t4_currentPC_ASCII[23:16])
    );
    hex_to_ASCII g_t4_dffN0(
    .i_hex(i_task4_dffN_Q[3:0]),
    .o_ASCII(s_t4_dffN_ASCII[7:0])
    );
    hex_to_ASCII g_t4_dffN1(
    .i_hex(i_task4_dffN_Q[7:4]),
    .o_ASCII(s_t4_dffN_ASCII[15:8])
    );
    hex_to_ASCII g_t4_dffN2(
    .i_hex(i_task4_dffN_Q[11:8]),
    .o_ASCII(s_t4_dffN_ASCII[23:16])
    );
    hex_to_ASCII g_t4_complete(
    .i_hex({7'b0000000, i_task_isComplete[4]}),
    .o_ASCII(s_t4_isComplete_ASCII)
    );
    hex_to_ASCII g_time0(
    .i_hex(i_time[3:0]),
    .o_ASCII(s_time_ASCII[7:0])
    );
    hex_to_ASCII g_time1(
    .i_hex(i_time[7:4]),
    .o_ASCII(s_time_ASCII[15:8])
    );
    hex_to_ASCII g_time2(
    .i_hex(i_time[11:8]),
    .o_ASCII(s_time_ASCII[23:16])
    );
    hex_to_ASCII g_task_sel(
    .i_hex({1'b0, i_task_sel}),
    .o_ASCII(s_task_SEL_ASCII)
    );
    hex_to_ASCII g_i_task_sel_WE(
    .i_hex({3'b000, i_task_sel_WE}),
    .o_ASCII(s_task_SEL_WE_ASCII)
    );
    hex_to_ASCII g_LCM_ASCII(
    .i_hex({3'b000, i_LCM_clear}),
    .o_ASCII(s_LCM_Clear_ASCII)
    );
    assign o_BACKGROUND_COLOR = 8'b00000011;  
    assign o_TEXT_COLOR       = 8'b11111111;  
    assign o_ASCII = {"T0 ", s_t0_currentPC_ASCII, " ", s_t0_dffN_ASCII, " ", s_t0_isComplete_ASCII,
                    "T1 ", s_t1_currentPC_ASCII, " ", s_t1_dffN_ASCII, " ", s_t1_isComplete_ASCII,
                    "T2 ", s_t2_currentPC_ASCII, " ", s_t2_dffN_ASCII, " ", s_t2_isComplete_ASCII,
                    "T3 ", s_t3_currentPC_ASCII, " ", s_t3_dffN_ASCII, " ", s_t3_isComplete_ASCII,
                    "T4 ", s_t4_currentPC_ASCII, " ", s_t4_dffN_ASCII, " ", s_t4_isComplete_ASCII,
                    "TIME: ", s_time_ASCII, "   ",
                    "SEL: ", s_task_SEL_ASCII, " WE: ", s_task_SEL_WE_ASCII,
                    "LCM CLEAR: ", s_LCM_Clear_ASCII};
endmodule
module hex_to_ASCII (
    input [3:0] i_hex,
    output reg [7:0] o_ASCII
);
always @*
    case(i_hex)
        4'h0: o_ASCII = 8'h30;  
        4'h1: o_ASCII = 8'h31;  
        4'h2: o_ASCII = 8'h32;  
        4'h3: o_ASCII = 8'h33;  
        4'h4: o_ASCII = 8'h34;  
        4'h5: o_ASCII = 8'h35;  
        4'h6: o_ASCII = 8'h36;  
        4'h7: o_ASCII = 8'h37;  
        4'h8: o_ASCII = 8'h38;  
        4'h9: o_ASCII = 8'h39;  
        4'hA: o_ASCII = 8'h41;  
        4'hB: o_ASCII = 8'h42;  
        4'hC: o_ASCII = 8'h43;  
        4'hD: o_ASCII = 8'h44;  
        4'hE: o_ASCII = 8'h45;  
        4'hF: o_ASCII = 8'h46;  
    endcase
endmodule
### design/flow/run.sh
#!/bin/bash
# OpenROAD 26Q1-2900-gdf79404cd8, Yosys 0.63+post, stock flow scripts
make -C /OpenROAD-flow-scripts/flow DESIGN_CONFIG=/design/flow/config.mk WORK_HOME=/design/flow/orfs finish
### design/flow/config.mk
export PLATFORM = sky130hd
export DESIGN_NAME = RMS_ASCII
export DESIGN_NICKNAME = RMS_ASCII
export VERILOG_FILES = /design/flow/design.v
export SDC_FILE = /design/flow/constraint.sdc
export NUM_CORES = 4
export LEC_CHECK = 1
export CORE_AREA = 10 10 442 442
export DIE_AREA = 0 0 452 452
export SYNTH_MEMORY_MAX_BITS = 65536
### design/flow/constraint.sdc
current_design RMS_ASCII

set clk_period 1.1
set clk_io_pct 0.2

create_clock -name clk0 -period $clk_period

set non_clock_inputs [all_inputs -no_clocks]
set_input_delay [expr $clk_period * $clk_io_pct] -clock clk0 $non_clock_inputs
set_output_delay [expr $clk_period * $clk_io_pct] -clock clk0 [all_outputs]
==> results.json <==
{
  "status": "finished, violations left",
  "violations": "negative setup slack",
  "register_area_um2": 0,
  "fp-row-count": 158,
  "yosys.area.top_type": "sky130_fd_sc_hd__buf_4",
  "yosys_instances": 1111,
  "synthesis.yosys.warnings": 6,
  "crit_chain": "buf_8 -> buf_6 -> ha_4 -> or2_1 -> a31o_1 -> buf_6",
  "floorplanUtilization_pct": 4.297,
  "ant_nets": 0,
  "tool_warnings": 293,
  "gpl_wtd_cong": 0.7773,
  "power_frac_seq_pct": 0,
  "crit_path_top_delay_cell": "sky130_fd_sc_hd__or2_1",
  "floorplan_die_height_um": 452,
  "die.size.x_um": 452,
  "hold_path_class": "primary input to output port",
  "setup-violations-final": 90,
  "unrepaired_setup_endpoints_after_global_routing": "true",
  "syn_avg_cell_area_um2": 7.172,
  "area_growth_syn_to_layout_pct": 88.03,
  "grt_usage_pct": 4.695,
  "power.switching_mw": 1.840,
  "remaining_drc_errors": 0,
  "leakage_nw": 6.533,
  "final_area_mm2": 0.01498,
  "wl_mm": 52.23,
  "antenna_violations_before_repair": 29,
  "timing.final.hold_violations": 0,
  "finalMaxSlewViolations": 0,
  "final_core_utilization_pct": 8.079,
  "final_layout_top_logic_cell": "sky130_fd_sc_hd__conb_1",
  "critical_path_arrival_ns": 1.12,
  "relative_contribution_of_the_clock_network_to_total_power_pct": 0,
  "synth.yosys.seq_area_share_pct": 0,
  "netlist.area_leader.share_pct": 55.21,
  "period_minus_slack_ns": 1.335,
  "crit_buf_inv": 3,
  "coreArea_mm2": 0.1854,
  "final_layout_top_logic_cells": "sky130_fd_sc_hd__conb_1, sky130_fd_sc_hd__buf_2, sky130_fd_sc_hd__buf_6, sky130_fd_sc_hd__buf_4, sky130_fd_sc_hd__inv_4",
  "netSwitchingFraction_pct": 43.49,
  "worst_path_dominant_cell_family": "buffers and inverters",
  "power.ir.vdd_worst_uv": 121.6,
  "global_route.overflow_total": 0,
  "largest_net_degree_at_the_start_of_global_routing": 9,
  "syn-cell-area_mm2": 0.007968,
  "drt-wirelength-per-cell_um": 12.83,
  "topCellsByArea": "sky130_fd_sc_hd__buf_4, sky130_fd_sc_hd__ha_1, sky130_fd_sc_hd__inv_1",
  "critical_path.startpoint_type": "primary input",
  "worstSetupEndpointType": "output port",
  "p_comb_share_pct": 100.0,
  "post-route-worst-setup-slack_ns": -0.2354,
  "grt_pass1_wl_mm": 66.59,
  "crit_type": "primary input to output port",
  "hold_path_startpoint": "i_task_sel[2]",
  "timing.final.crit_share_pct": 121.4,
  "mean_number_of_vias_per_cell": 1.808,
  "placement.io_buffers": 363,
  "crit_path_frequent_cell": "sky130_fd_sc_hd__buf_6",
  "dp.final_hpwl_mm": 48.16,
  "critPathMaxStageDelay_ns": 0.22,
  "top_level_ports": 1151,
  "synth.lib_cells_used.distinct": 19,
  "vias": 7355,
  "max-cap-violations": 0,
  "hold_slack_ns": 0.4400,
  "pint_mw": 2.391,
  "pre_cts_slack_ns": -1.373,
  "crit_fanout": 3,
  "design.seq.count": 0,
  "first_iteration_detailed_routing_drc_count": 261,
  "die_outline_area_mm2": 0.2043,
  "crit_start": "i_task2_dffN_Q[1]",
  "power.density_mw_per_mm2": 282.4,
  "grt_pass1_vias": 8215,
  "drt_pass1_iterations": 4,
  "worst-endpoint-required_ns": 0.88,
  "place_area_mm2": 0.01319,
  "layout.clock_buffers": 0,
  "cts_hold_repair.buffers": 0,
  "max_freq_mhz": 748.9,
  "fin_tns_setup_ns": -9.753,
  "postSynthCellCount": 1111,
  "drive_above_1_share_pct": 46.75,
  "ys_area_mm2": 0.007968
}
final timing paths:
path | slack (ns) | to | cells past startpoint
min | 0.44 | o_ASCII[146] | 0
max | -0.24 | o_ASCII[497] | 6
power groups by stage:
stage	registers [mW]	clock network (mW)	logic [mW]
global route	0	0	4.76
CTS	0	0	4.13
finish	0	0.000000250	4.23
synthesized netlist by cell type:
master,number
sky130_fd_sc_hd__and2b_1,24
sky130_fd_sc_hd__o21a_1,17
sky130_fd_sc_hd__ha_1,66
sky130_fd_sc_hd__inv_1,99
sky130_fd_sc_hd__o21ai_1,5
sky130_fd_sc_hd__conb_1,2
sky130_fd_sc_hd__nand2b_1,52
sky130_fd_sc_hd__a31oi_1,20
sky130_fd_sc_hd__nor3b_1,33
sky130_fd_sc_hd__or2_1,29
sky130_fd_sc_hd__o211ai_1,17
sky130_fd_sc_hd__buf_4,586
sky130_fd_sc_hd__nand2_1,41
sky130_fd_sc_hd__nor2b_1,5
sky130_fd_sc_hd__a21boi_1,33
sky130_fd_sc_hd__a31o_1,29
sky130_fd_sc_hd__nor2_1,20
sky130_fd_sc_hd__o21a_2,11
sky130_fd_sc_hd__nand3b_1,22
cell type report:
| type | count | area, um^2 |
|---|---|---|
| inverters | 99 | 549.3 |
| multi-input cells | 967 | 6721 |
| fillers | 21538 | 170500 |
| repair buffers | 521 | 4603 |
| diodes | 2 | 5.005 |
| well taps | 2480 | 3103 |
stage by stage:
step / instances / total power, mW
5_1_grt: 4067 / 4.761
2_1_floorplan: 1652 / 2.193
3_3_place_gp: 4013 / 3.702
6_report: 4069 / 4.231
3_5_place_dp: 4013 / 3.688
4_1_cts: 4067 / 4.133
cells by family after synthesis:
group | after synthesis | share of synthesized area, %
other | 2 | 0.09426
AND-OR/OR-AND | 132 | 12.59
buffers and inverters | 685 | 59.88
adder cells (fa/ha/maj) | 66 | 10.36
AND/OR/NAND/NOR | 226 | 17.07
timing repair:
action                      CTS  global route
pin swaps                   156            78
setup endpoints to repair   231           164
gates resized              1694           178
setup buffers                56            13
per-layer routing:
layer | up-vias | share of wire [%] | GRT usage, %
li1 | 3383 | - | -
met1 | 3294 | 37 | 5.283
met2 | 628 | 51 | 8.737
met3 | 48 | 11 | 1.898
met4 | 2 | 0.60 | 0.03026
met5 | - | 0.038 | 0
Power and IR drop assume default switching activity.
